--- design/flow/design.v ---
`timescale 1ns / 1ps
module deci_enc #(
    parameter input_width = 64,
    parameter output_width = input_width + input_width/8,
    parameter output_bytes = output_width / 8 + 1
    )(
    input nullable,
    input logic [$clog2(input_width)-1:0] encoded_size,   
    input logic [input_width-1:0] op_encoded_value,       
    output logic [output_width-1:0] dt_encoded_value
    );
    logic [output_width-1:0] temp;
    assign temp = op_encoded_value;
    assign dt_encoded_value[output_width-1 -: 8] =  {1'b1, op_encoded_value[input_width-2 -: 7]};  
    always_comb begin
        logic overflow;
        int k;
        overflow = 1'b0;
        for (k = 0; k < output_bytes - 1; k = k + 1) begin
            overflow = temp[(k+1)*8];
            if(k * 8 < encoded_size - 1) begin  
                dt_encoded_value[(k+1)*8 -: 8] = {1'b0, op_encoded_value[(k+1)*8-1 -: 7]};
            end
            else begin
                dt_encoded_value[(k+1)*8 -: 8] = {1'b1, op_encoded_value[(k+1)*8-1 -: 7]};
            end
            temp = temp << 1;   
            temp[(k+1)*8+1] = overflow;  
        end
    end
endmodule
--- design/flow/run.sh ---
#!/bin/bash
# OpenROAD 26Q1-2900-gdf79404cd8, Yosys 0.63+post, stock flow scripts
make -C /OpenROAD-flow-scripts/flow DESIGN_CONFIG=/design/flow/config.mk WORK_HOME=/design/flow/orfs finish
--- design/flow/config.mk ---
export PLATFORM = sky130hd
export DESIGN_NAME = deci_enc
export DESIGN_NICKNAME = deci_enc
export VERILOG_FILES = /design/flow/design.v
export SDC_FILE = /design/flow/constraint.sdc
export NUM_CORES = 4
export LEC_CHECK = 1
export CORE_AREA = 10 10 70 70
export DIE_AREA = 0 0 80 80
--- design/flow/constraint.sdc ---
current_design deci_enc

set clk_period 2.0
set clk_io_pct 0.2

create_clock -name clk0 -period $clk_period

set non_clock_inputs [all_inputs -no_clocks]
set_input_delay [expr $clk_period * $clk_io_pct] -clock clk0 $non_clock_inputs
set_output_delay [expr $clk_period * $clk_io_pct] -clock clk0 [all_outputs]
==> results.cfg <==
; generated from flow reports
[yosys]
synthXorXnorAreaFrac = 0
synth-cells-yosys = 149
post_synth_ao_oa_area_fraction = 0.0398
synth-warning-count = 12
synth.yosys.chip_area_um2 = 1100
synthTopLogicFamily = buffers and inverters
simple_gate_share = 0.0592
muxShareOfSynthArea = 0
synth.lib_cells_used.distinct = 16
yosys.stat.seqShare = 0
area_share_of_fa_ha_maj_cells_after_synthesis = 0

[status]
result_of_the_run = stopped before the end
stop_stage = synthesis
error = ERROR: Found 64 problems in 'check -assert'.
-- cells in the mapped netlist --
| library cell | instances | area (µm²) |
|---|---|---|
| buf_4 | 129 | 968 |
| nor2_1 | 5 | 18.8 |
| conb_1 | 2 | 7.51 |
| a211oi_1 | 1 | 7.51 |
| a21boi_0 | 1 | 7.51 |
| a31oi_1 | 1 | 6.26 |
| buf_6 | 1 | 11.3 |
| inv_1 | 1 | 3.75 |
| nand2_1 | 1 | 3.75 |
| nor3_1 | 1 | 5.00 |
| nor3_2 | 1 | 10.0 |
| nor4_4 | 1 | 21.3 |
| o211a_1 | 1 | 10.0 |
| o21a_1 | 1 | 7.51 |
| o21ai_1 | 1 | 5.00 |
| or3_1 | 1 | 6.26 |
-- kinds of logic after synthesis --
group | count (synthesis)
buffers and inverters | 131
AND/OR/NAND/NOR | 10
AND-OR/OR-AND | 6
other | 2
