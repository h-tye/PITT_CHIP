File: design/flow/run.sh
#!/bin/bash
# OpenROAD 26Q1-2900-gdf79404cd8, Yosys 0.63+post, stock flow scripts
make -C /OpenROAD-flow-scripts/flow DESIGN_CONFIG=/design/flow/config.mk WORK_HOME=/design/flow/orfs finish
File: design/flow/config.mk
export PLATFORM = sky130hd
export DESIGN_NAME = FIFO
export DESIGN_NICKNAME = FIFO
export VERILOG_FILES = /design/flow/design.v
export SDC_FILE = /design/flow/constraint.sdc
export NUM_CORES = 4
export LEC_CHECK = 1
export CORE_UTILIZATION = 40
File: design/flow/constraint.sdc
current_design FIFO

set clk_period 9.9
set clk_io_pct 0.2

create_clock -name clk0 -period $clk_period [get_ports {clk}]

set non_clock_inputs [all_inputs -no_clocks]
set_input_delay [expr $clk_period * $clk_io_pct] -clock clk0 $non_clock_inputs
set_output_delay [expr $clk_period * $clk_io_pct] -clock clk0 [all_outputs]
File: design/flow/design.v
module FIFO #(
    parameter FIFO_size = 16,
    parameter width = 72
)(
    input  logic clk,
    input  logic clear,
    input  logic read,
    input  logic write,
    input  logic [width-1:0] d_in,
    output logic [width-1:0] d_out,
    output logic full,
    output logic empty
);
    reg [width-1:0] memory [0:FIFO_size-1];
    reg [$clog2(FIFO_size)-1:0] read_ptr, write_ptr;
    reg [$clog2(FIFO_size):0] valid;  
    always_ff @(negedge clk or posedge clear) begin
        if (clear) begin
            read_ptr  <= 0;
            write_ptr <= 0;
            valid     <= 0;
        end else begin
            if (write && valid < FIFO_size) begin
                memory[write_ptr] <= d_in;
                write_ptr <= (write_ptr == FIFO_size-1) ? 0 : write_ptr + 1;
            end
            if (read && valid > 0) begin
                d_out <= memory[read_ptr];
                read_ptr <= (read_ptr == FIFO_size-1) ? 0 : read_ptr + 1;
            end
            case ({write && valid<FIFO_size, read && valid>0})
                2'b10: valid <= valid + 1;   
                2'b01: valid <= valid - 1;   
                2'b11: valid <= valid;       
            endcase
        end
    end
    assign full  = (valid == FIFO_size);
    assign empty = (valid == 0);
endmodule
==> deck_impl_summary.md <==
Physical Implementation Snapshot

Die
  • Area of the core: 0.113 sq mm
  • Die height: 341 um
  • Die Wd: 341 um
  • Die footprint: 0.116 sq mm
  • Core utilization at floorplan: 40.6%
  • Site Rows: 123
  • Top Ports: 150

Synth
  • Post-synth top area cell: edfxtp_1
  • Main area contributors: edfxtp_1 (80%), mux2i_1 (2.5%), a22oi_1 (2.2%)
  • Ys Warns: 2
  • Cells after Synth: 2456
  • Flip-flops with a built-in enable: 1224
  • Mapped Avg Cell Area: 18.7 sq um
  • Aoi share: 12.0%
  • Main flop type: edfxtp_1
  • Seq share, synth: 80.8%
  • Synth Area in XOR/XNOR: 0.134%
  • Registers, synthesis: 1237
  • Synth mux share: 2.64%
  • Mapped cell area: 0.0459 sq mm
  • Chip area in the Yosys report: 0.0459 sq mm
  • Cell count listed in synth_stat.txt: 2456
  • Adder Share, Synth: 0.327%
  • Yosys top cell area share: 80.1%
  • Fraction of registers with async set/reset: 1.05%
  • Top logic family: AND-OR/OR-AND gates
  • Basic Gates by Area: 2.14%
  • Yosys cell types: 54

STA
  • Max transition margin: 39.4%
  • Worst slew pin tran: 0.908 ns
  • Final Max Tran Viols: 0
  • Setup violations, final: 0
  • Final WS setup: 0.719 ns
  • Final Hold Vio Count: 0
  • RSZ-0062 raised after global routing: no
  • Fin Clk Skew: 0.0690 ns

Global route
  • Total GRT Usage: 21.6%
  • Total grt overflow: 0
  • First-pass GRT wire length: 173000 um
  • Maximum number of pins on one net before global-route repair: 73
  • Vias in the first global route: 32.5k
  • Antenna violations before repair: 5

Job
  • Tool Warnings: 1035
  • Max-cap violations: 0

Worst hold path
  • Hold path start: valid[0]$_DFFE_NP0P_
  • WHS Endpoint: valid[0]$_DFFE_NP0P_
  • WHS Path Cells: 1
  • Hold Path Class: register to register

Critical path
  • Worst Setup End Kind: output pin
  • Worst EP arrival: 7.20 ns
  • Crit Reg-Reg Startpoint: read_ptr[3]$_DFFE_NP0P_
  • Crit path max fanout: 8
  • R2r setup slk: 6.27 ns
  • Worst R2R End: d_out[66]$_DFFE_NP_
  • CP startpoint kind: register
  • Reg2Reg Depth: 7
  • CP required: 7.92 ns
  • Setup CP Type: register to output pin

Route
  • Vias per cell: 5.21
  • Initial DRC count: 1669
  • DRC Markers: 0
  • First-pass iteration count of the detailed router: 6
  • Antenna fix cells: 0
  • Antenna Nets Post-Route: 0
  • WL/cell: 20.8 um
  • Vias post-DR: 28.5k
  • WL final: 114000 um

Placed design
  • IO Port Bufs: 149
  • Post-DP HPWL: 62800 um
  • Pre-CTS setup slack: 0.316 ns
  • Global placer's final weighted congestion: 0.856
  • Dpl cell area: 0.0497 sq mm

Clocking
  • CTS tree: done
  • CTS Sinks: 1237
  • Skew-Pair Late Insertion Delay: 0.74 ns
  • Setup bufs post-CTS: 0
  • Root buf cell: clkbuf_16
  • CTS Buffer Depth: 3
  • Post-CTS sizing: 0
  • TritonCTS Buffers: 134
  • H-tree level count: 4
  • Worst-path clk slew: 0.04 ns
  • Number of hold buffers added after cts: 0

Layout
  • Comb area: 0.00812 sq mm
  • Most instantiated logic cells after routing: inv_1 (1268), edfxtp_1 (1224), clkdlybuf4s50_1 (149)
  • Design Area, Final: 0.0589 sq mm
  • Synth-to-Final Area Change: 28.3%
  • Commonest Layout Cell: inv_1
  • Layout fillers: 8593
  • Layout cells sized above 1: 8.45%
  • Flop area: 0.0371 sq mm

Power
  • Worst VDD drop: 0.180 mV
  • Power density cells: 290 mW/mm^2
  • Leakage: 23.5 nW

Outcome
  • Status: completed
## state kept, by name (all words and copies together) (netlist names)
signal,count
memory,1152
read_ptr,4
valid,5
d_out,72
write_ptr,4
## metrics by stage
stage               setup TNS [ns]  util [%]  power, mW  hold WS, ns  instances
global placement                 0      43.9       10.8        0.447       4001
detailed placement               0      43.9       10.8        0.497       4001
CTS                              0      52.1       17.3        0.497       5466
finish                           0      52.1       17.1        0.505       5466
global route                     0      52.1       18.2        0.527       5466
floorplan                  -143.60         -       9.32        0.430       2456
## critical path, stage by stage, from the launching register on
cell and delay (ns):
dfrtn_1 0.43, or4_4 0.58, nor2_1 0.11, clkdlybuf4s50_1 0.47
## cell usage after synthesis (29+ instances only)
master / instances
o211ai_1: 60
o21ai_0: 50
clkbuf_1: 114
a21oi_1: 44
buf_2: 45
o22ai_1: 72
a2111o_1: 32
a222oi_1: 57
nand3_1: 35
mux2i_1: 113
o2bb2ai_1: 29
edfxtp_1: 1224
a22o_1: 51
a22oi_1: 136
a221oi_1: 112
nor2_1: 46
and2_1: 33
a32oi_1: 31
## per-layer routing
metal  vias to the layer above  wire length (um)  GRT usage, %
met2                      1591             54900          30.6
met3                       190             16000          17.4
met5                         -               147         0.654
met1                     13449             39800          24.0
li1                      13229                 -             -
met4                        14              2900          9.29
## cells by family after synthesis
logic type,count (synthesis)
mux,120
simple gates,185
buf+inv,198
flops,1237
fa+ha+maj,12
xor+xnor,7
compound gates,697
## how the worst max path moves through the flow
stage     slack, ns  endpoint                  from
4_1_cts        0.70      full  valid[1]$_DFFE_NP0P_
6_report       0.72     empty  valid[1]$_DFFE_NP0P_
5_1_grt        0.64     empty  valid[1]$_DFFE_NP0P_
## report_power, final
group,internal (mW),switching [mW]
clock,3.78,3.22
combinational,1.32,2.40
sequential,6.20,0.124
## cell type report
cell class / count / area share (%)
Clock inverter: 1329 / 9.87
Clock buffer: 137 / 5.82
Sequential cell: 1237 / 63.0
Inverter: 14 / 0.0892
Timing Repair Buffer: 228 / 4.28
Tap cell: 1500 / 3.19
Multi-Input combinational cell: 1021 / 13.8
Power and IR drop assume default switching activity.
